File: flow/design.v
module counter(
    input clk,           
    input rst,           
    input up_down,       
    input enable,        
    output reg [3:0] count   
);
always @(posedge clk or negedge rst) 
begin
    if (!rst) 
    begin
        count <= 4'b0000;
    end
    else if (enable) 
    begin
        if (up_down) 
        begin
            count <= count + 4'b0001;
        end
        else 
        begin
            count <= count - 4'b0001;
        end
    end
end
endmodule
module frequency_driver(clk, rst, div_clk);
    input clk, rst;
    output div_clk;
    reg div_clk;
    reg [31:0] count;
    always@(posedge clk) 
    begin
        if (!rst) 
        begin 
            count <= 32'd0;
            div_clk <= 1'b0;
        end
        else 
        begin
            if (count == 32'd25000000) 
            begin
                count <= 32'd0;
                div_clk <= ~div_clk;
            end
            else 
            begin
                count <= count + 32'd1;
            end
        end
    end
endmodule
module main(
    input clk,            
    input rst,            
    input up_down,        
    input enable,         
    output [6:0] out      
);
wire clk_div;            
wire [3:0] count;        
frequency_driver u_FreqDiv (
    .clk(clk), 
    .rst(rst), 
    .div_clk(clk_div)
);
counter u_counter(
    .clk(clk_div),  
    .rst(rst), 
    .up_down(up_down), 
    .enable(enable),
    .count(count)
);
seven_display u_display(
    .in(count), 
    .out(out)
);
endmodule
module seven_display(in, out);
input [3:0] in;
output [6:0] out;
reg [6:0] out;
always @(in)  
begin  
    case(in)  
        4'd0: out = 7'b1000000;  
        4'd1: out = 7'b1111001;  
        4'd2: out = 7'b0100100;  
        4'd3: out = 7'b0110000;  
        4'd4: out = 7'b0011001;  
        4'd5: out = 7'b0010010;  
        4'd6: out = 7'b0000010;  
        4'd7: out = 7'b1111000;  
        4'd8: out = 7'b0000000;  
        4'd9: out = 7'b0010000;  
        4'd10: out = 7'b0001000;  
        4'd11: out = 7'b0000011;  
        4'd12: out = 7'b1000110;  
        4'd13: out = 7'b0100001;  
        4'd14: out = 7'b0000110;  
        default : out = 7'b0001110;  
    endcase  
end  
endmodule
File: flow/run.sh
#!/bin/bash
# OpenROAD 26Q1-2900-gdf79404cd8, Yosys 0.63+post, stock flow scripts
make -C /OpenROAD-flow-scripts/flow DESIGN_CONFIG=/design/flow/config.mk WORK_HOME=/design/flow/orfs finish
File: flow/config.mk
export PLATFORM = sky130hd
export DESIGN_NAME = main
export DESIGN_NICKNAME = main
export VERILOG_FILES = /design/flow/design.v
export SDC_FILE = /design/flow/constraint.sdc
export NUM_CORES = 4
export LEC_CHECK = 1
export CORE_AREA = 10 10 108 108
export DIE_AREA = 0 0 118 118
File: flow/constraint.sdc
current_design main

set clk_period 6.1
set clk_io_pct 0.2

create_clock -name clk0 -period $clk_period [get_ports {clk}]

set non_clock_inputs [all_inputs -no_clocks]
set_input_delay [expr $clk_period * $clk_io_pct] -clock clk0 $non_clock_inputs
set_output_delay [expr $clk_period * $clk_io_pct] -clock clk0 [all_outputs]
==> results.toml <==
# flow metrics
[synth]
netlist_area_um2 = 2110
synthTopCellsByArea = "dfxtp_1 (31%), ha_1 (5.9%), a21oi_1 (5.0%), dfrtp_1 (4.7%), or4_1 (4.6%)"
postSynthSeqShare_pct = 36.1
synthCells = 249
synth_async_sr_flop_share_pct = 10.8
ys_ff = 37
most_common_cell = "dfxtp_1"
synth-main-ff-cell = "dfxtp_1"
edf_count = 0
synth_top_area_share_pct = 31.3
ys_cells = 249
yosys_area_um2 = 2110
synth_area_per_cell_um2 = 8.47
top_cells_by_count = "dfxtp_1 (33), a21oi_1 (21), nor2_1 (20)"
yosysTopAreaCell = "dfxtp_1"
yosys_warnings = 3
ys_types = 41

[pwr]
p_switching_uw = 89.4
power_frac_comb_pct = 4.5
p_clk_share_pct = 42.7
design_power_total_uw = 417
powerDensity_nw_per_um2 = 171
ir_drop_mv = 0.0724
leakage_nw = 0.792
p_int_uw = 328
swShare_pct = 21.4
seqPwrFrac_pct = 52.9

[final_timing]
fmax_mhz = 446
period_minus_slack_ns = 2.24
rsz0062_at_grt = "no"
holdWs_ns = 0.469
tns_ns = 0
skew_ns = 0.00389
finalClockPeriodUsage_pct = 36.8
slew_headroom_pct = 71.3
hold_viol_final = 0
unclocked_regs = 4
worst_pin_slew_ns = 0.426
untimed_endpoints = 11
setup_viol_count_final = 0
slew_viol_final = 0

[global_route]
grt_pass1_vias = 1627
grt_max_degree = 31
grt_pass1_wl_um = 7530
overflow = 0
antenna_found_initial = 0
grt.total_usage_pct = 6.08

[floorplanning]
dieHeight_um = 118
floorplan.rows = 35
chip_area_um2 = 13900
die_w_um = 118
fp-utilization_pct = 22.7
core_area_um2 = 9280
ios = 11

[worst_setup_path]
cp_slowest_cell = "clkdlybuf4s50_1"
cp_cell_sequence = "clkdlybuf4s50_1 -> o31ai_4 -> buf_4 -> nor2_1"
startpoint_type = "primary input"
cp.arrival_ns = 2.40
path_max_fanout = 30
cp-end-kind = "flip-flop"
crit_type = "in -> reg"
cp.required_ns = 6.26
slowest_delay_ns = 0.61

[clocking]
postCtsSetupBuffers = 0
cts_root_buf = "clkbuf_8"
cts_buffers = 5
cts_tree = "done"
clockBufferDepth = 2
clock_latency_ns = 0.28
clk_pin_slew_ns = 0.06
ctsHoldBuffers = 0
cts_max_level = 2
cts-resized-gates = 0

[finish]
num-fill-cells = 1029
final-instance-count-excl-fill = 387
syn2layout_area_growth_pct = 16.0
final_core_util_pct = 26.4
drive_gt1_share_pct = 4.65

[run_status]
outcome = "finished, final reports clean"

[route]
ant_nets = 0
dr_total_vias = 1827
drc_errors = 0
first_pass_iters = 4
vias_per_cell = 4.72
insertedDiodeCount = 0
finalWirelength_um = 4270
routedWlPerCell_um = 11.0
drtIter0Drc = 173

[flow_run]
drv_cap = 0
tool_warnings = 31

[worst_hold_path]
hold_class = "reg -> reg"

[placed_design]
placedCellCount = 379
port_buffers = 10
hpwl_um = 3050
place_congestion = 0.813
state kept, by name, summed over array words and instances (netlist names):
signal / flops
u_counter.count: 4
u_FreqDiv.div_clk: 1
u_FreqDiv.count: 32
placed cells by master (no fill, tap or decap), types with 8 or more instances in the layout:
cell,instances
nand4_1,11
a21oi_1,21
o21ai_0,11
nand2_1,19
or4_1,13
dfxtp_1,33
clkdlybuf4s50_1,10
nand3_1,9
nor2_1,20
o31ai_1,9
xnor2_1,11
ha_1,10
and4_1,8
routing by layer:
| layer | wire length, um | part of all wire (%) | vias up | GRT usage, % |
|---|---|---|---|---|
| met3 | 229 | 5.4 | 7 | 1.41 |
| met1 | 2130 | 50 | 843 | 9.00 |
| met5 | 0 | 0 | - | 0 |
| met2 | 1860 | 43 | 37 | 9.02 |
| met4 | 52 | 1.2 | 0 | 0.773 |
| li1 | - | - | 940 | - |
per-stage QoR:
stage / cell area [um2] / worst slack (ns)
detailed placement: 2350 / 3.54
finish: 2450 / 3.86
global route: 2450 / 3.76
global placement: 2350 / 3.59
CTS: 2450 / 3.83
floorplan: 2110 / 4.15
area by class of cell:
class | count | area [um2] | area share, %
inverters | 7 | 26.3 | 1.07
multi-input cells | 195 | 1290 | 52.7
repair buffers | 11 | 108 | 4.40
well taps | 129 | 161 | 6.60
clock buffers | 7 | 96.3 | 3.94
flip-flops and latches | 37 | 761 | 31.1
clock inverters | 1 | 5.00 | 0.204
worst paths after layout:
path | startpoint | endpoint | slack (ns) | cells past startpoint
worst max-delay path | rst | u_FreqDiv.count[3] | 3.86 | 4
worst min-delay path | u_FreqDiv.count[0] | u_FreqDiv.count[0] | 0.47 | 1
worst max register to register | u_FreqDiv.count[7] | u_FreqDiv.count[3] | 3.91 | 5
worst min register to register | u_FreqDiv.count[0] | u_FreqDiv.count[0] | 0.47 | 1
worst max-delay path, delay by kind of cell:
family | cells | cell delay (ns)
simple gates | 1 | 0.10
buf+inv | 2 | 0.95
compound gates | 1 | 0.12
logic make-up after synthesis:
| logic type | count (synthesis) | synth area share (%) |
|---|---|---|
| simple gates | 113 | 30.8 |
| flops | 37 | 36.1 |
| fa+ha+maj | 11 | 6.88 |
| xor+xnor | 17 | 7.06 |
| buf+inv | 17 | 3.20 |
| compound gates | 51 | 14.6 |
| mux | 3 | 1.42 |
power by group through the flow:
stage | Clock [mW] | Combinational [mW] | Sequential (mW)
after global routing | 0.192 | 0.0215 | 0.221
after CTS | 0.184 | 0.0190 | 0.221
final | 0.178 | 0.0187 | 0.221
No activity file was given, so power comes from the tool's default toggle rates.
