$ cat design/flow/run.sh
#!/bin/bash
# OpenROAD 26Q1-2900-gdf79404cd8, Yosys 0.63+post, stock flow scripts
make -C /OpenROAD-flow-scripts/flow DESIGN_CONFIG=/design/flow/config.mk WORK_HOME=/design/flow/orfs finish
$ cat design/flow/config.mk
export PLATFORM = sky130hd
export DESIGN_NAME = frequency_divider_1hz
export DESIGN_NICKNAME = frequency_divider_1hz
export VERILOG_FILES = /design/flow/design.v
export SDC_FILE = /design/flow/constraint.sdc
export NUM_CORES = 4
export LEC_CHECK = 1
export CORE_AREA = 10 10 97 97
export DIE_AREA = 0 0 107 107
$ cat design/flow/constraint.sdc
current_design frequency_divider_1hz

set clk_period 4.1
set clk_io_pct 0.2

create_clock -name clk0 -period $clk_period [get_ports {clk}]

set non_clock_inputs [all_inputs -no_clocks]
set_input_delay [expr $clk_period * $clk_io_pct] -clock clk0 $non_clock_inputs
set_output_delay [expr $clk_period * $clk_io_pct] -clock clk0 [all_outputs]
$ cat design/flow/design.v
module frequency_divider_1hz(
    input clk,
    input rst,
    output reg div_clk
);
    reg [31:0] count;
    always @(posedge clk) begin
        if (!rst) begin  
            count <= 32'd0;
            div_clk <= 1'b0;
        end
        else begin
            if (count == 32'd25000000) begin
                count <= 32'd0;
                div_clk <= ~div_clk;
            end
            else begin
                count <= count + 32'd1;
            end
        end
    end
endmodule
==> reports/qor.yml <==
run_status: "completed"
area_delta_synth_final_pct: 11.6
die_y_um: 107
yosys.area.top_type: "sky130_fd_sc_hd__dfxtp_1"
cts.reportedPaths.clkPinSlew_ns: 0.07
seq_area_frac_synth_pct: 39.6
clock_tree.root_cell: "sky130_fd_sc_hd__clkbuf_8"
initial_utilization_pct: 22.9
antenna_cells: 0
n_fill_cell: 816
boundaryPins: 3
rr_endpoint: "count[28]"
power_mw: 0.658
edff_count_synth: 0
clockBufferDepth: 2
grt_first_pass_wirelength_mm: 5.51
cts_post_setup_buffers_inserted: 0
cp_data_arrival_time_ns: 2.30
route.vias.total: 1341
grt_pass1_vias: 1233
gr-usage-met3_pct: 1.33
drcViolationCount: 0
final_layout_size_suffix_gt1_share_pct: 9.38
netlist_instances: 190
wirelength_mm: 3.14
chipArea_sq_um: 11400
initialDrtViolationCount: 60
fp.coreArea_sq_um: 7290
synth_async_sr_flop_share_pct: 0
path_delay_family: "AND-OR/OR-AND gates"
power_density_nw_per_um2: 353
top_cells_by_area: "sky130_fd_sc_hd__dfxtp_1 (40%), sky130_fd_sc_hd__a21oi_1 (5.4%), sky130_fd_sc_hd__o31ai_1 (4.5%)"
tightestPinTransition_ns: 0.647
cts-htree-levels: 2
cts.sink_count: 33
worst_slew_margin_rel_pct: 56.9
grt_setup_unrepaired: "no"
comb_area_sq_um: 910
global_route.usage.met2_pct: 8.30
cap_violations: 0
placed_cells_incl_taps: 283
met1_demand_to_capacity_share_in_global_routing_pct: 8.13
warnings: 26
crit_path_max_fanout: 17
finalSetupViolations: 0
drtAntennaViolNets: 0
timing_worst_setup_path_type: "flop to flop"
finalCriticalPeriod_ns: 2.14
die_width_um: 107
storage_element_area_sq_um: 661
clock.latency.late_pin_ns: 0.28
routed_len_inst_um: 10.8
yosys_most_used_dff: "sky130_fd_sc_hd__dfxtp_1"
synth_stat.cells: 190
ys_top_cells_by_count: "sky130_fd_sc_hd__dfxtp_1 (33), sky130_fd_sc_hd__a21oi_1 (18), sky130_fd_sc_hd__nor2_1 (16)"
global_route.peak_usage_layer: "met2"
wp_buf_inv: 2
cts_tree: "yes"
postSynthAreaPerCell_sq_um: 8.77
synth_cell_types: 33
irDropWorstVdd_mv: 0.176
critical_path_cell_list: "inv_1 -> ha_1 -> nor4b_1 -> nand4_1 -> o21ai_2 -> buf_4 -> a21oi_1"
crit_slowest_cell: "sky130_fd_sc_hd__o21ai_2"
yosysMostFrequentCell: "sky130_fd_sc_hd__dfxtp_1"
holdPathStages: 2
post_cts_resize_count: 0
place.detailed.hpwl_mm: 2.09
synth-area-yosys_sq_um: 1670
syn_warnings: 1
finalCritPeriodShare_pct: 52.2
cts_hold_buffers: 0
antenna_found_initial: 0
post-synth-top-area-fraction_pct: 39.6
grt_start_max_net_pins: 18
gpl.final_weighted_congestion: 0.811
ff2ff_setup_slack_ns: 1.96
worstHoldPathType: "flop to flop"
route.detailed.vias_per_inst: 4.61
hold-path-endpoint: "count[31]"
timing.rr.start: "count[0]"
syn-cell-area_sq_um: 1670
total_leakage_power_nw: 0.559
synth-seq-cells: 33
hold_viol_final: 0
worst_clock_skew_ns: 0.00789
portBuffers: 2
min-delay-start: "count[31]"
setup.worst_path.end_class: "flop"
globalRouteOverflowTotal: 0
grt_use_total_pct: 5.55
rr_worst_depth: 7
setup.worst_path.start_class: "flop"
drt_first_pass_iters: 4
cts-buffers-inserted: 5
finalMaxSlewViolations: 0
final_cells: 291
worst_path_largest_cell_delay_ns: 0.58
fmaxAchievable_mhz: 467
setup_total_negative_slack_ns: 0
cp.required_ns: 4.26
fp-row-count: 31
utilization_pct: 25.5
[worst reg2reg max path: stages (launching register included)]
cell and delay (ns):
sky130_fd_sc_hd__dfxtp_1 0.36, sky130_fd_sc_hd__inv_1 0.07, sky130_fd_sc_hd__ha_1 0.13, sky130_fd_sc_hd__nor4b_1 0.26
sky130_fd_sc_hd__nand4_1 0.21, sky130_fd_sc_hd__o21ai_2 0.58, sky130_fd_sc_hd__buf_4 0.35, sky130_fd_sc_hd__a21oi_1 0.06
[metal layers]
| metal | vias to the layer above | wire (um) |
|---|---|---|
| met5 | - | 0 |
| met2 | 26 | 1350 |
| met4 | 0 | 39 |
| met3 | 4 | 146 |
| met1 | 603 | 1610 |
| li1 | 708 | - |
[where the power goes]
| part | internal (mW) | leakage [nW] | switching, mW |
|---|---|---|---|
| clock network | 0.198 | 0.0585 | 0.118 |
| registers | 0.323 | 0.266 | 0.00367 |
| logic | 0.00562 | 0.234 | 0.00890 |
| total | 0.527 | 0.559 | 0.131 |
[state kept, by name (all words and copies together) (netlist names)]
name and count:
count 32, div_clk 1
[stage by stage]
stage	setup WS (ns)	hold WS (ns)	instance area, sq um
floorplan	2.42	0.450	1670
global placement	2.01	0.466	1740
detailed placement	1.97	0.476	1740
CTS	1.94	0.487	1860
global route	1.63	0.526	1860
finish	1.96	0.483	1860
[how the worst max path moves through the flow]
| stage | startpoint | endpoint | slack [ns] | depth (start not counted) |
|---|---|---|---|---|
| CTS | count[0] | count[28] | 1.94 | 7 |
| global route | count[0] | count[15] | 1.63 | 7 |
| finish | count[0] | count[28] | 1.96 | 7 |
[cells in the final DEF, fill, tap and decap left out, types with 2 or more instances in the layout]
cell type and instances:
sky130_fd_sc_hd__xor2_1 7, sky130_fd_sc_hd__nor3_1 2, sky130_fd_sc_hd__nand4_4 2, sky130_fd_sc_hd__clkdlybuf4s50_1 2, sky130_fd_sc_hd__clkbuf_8 6, sky130_fd_sc_hd__nor2_1 16, sky130_fd_sc_hd__or4_1 10, sky130_fd_sc_hd__nand2_1 13
sky130_fd_sc_hd__inv_1 6, sky130_fd_sc_hd__nand3_1 11, sky130_fd_sc_hd__ha_1 2, sky130_fd_sc_hd__dfxtp_1 33, sky130_fd_sc_hd__nor4b_1 3, sky130_fd_sc_hd__nand4_1 9, sky130_fd_sc_hd__and4_1 4, sky130_fd_sc_hd__or3_2 2
sky130_fd_sc_hd__and3_2 3, sky130_fd_sc_hd__o21ai_0 8, sky130_fd_sc_hd__or3_1 7, sky130_fd_sc_hd__o31ai_1 10, sky130_fd_sc_hd__and4_2 2, sky130_fd_sc_hd__a21oi_1 18, sky130_fd_sc_hd__xnor2_1 5
[final cells by class]
| type | count | share of cell area, % |
|---|---|---|
| sequential | 33 | 35.5 |
| clock buffer | 7 | 4.64 |
| inverter | 6 | 1.21 |
| clock inverter | 1 | 1.61 |
| multi-input combinational | 142 | 48.9 |
| timing repair buffer | 3 | 1.48 |
| tap | 99 | 6.66 |
[logic make-up (layout without fill, tap and decap cells)]
kind of cell,count (synthesis),after routing,synth area share [%]
and+or+nand+nor,89,89,33.0
DFF,33,33,39.6
adders and majority gates,2,2,1.50
buffers and inverters,15,17,6.01
xor gates and xnor gates,12,12,6.31
AOI/OAI and AO/OA,39,39,13.6
Power figures rest on the tool's default switching activity, not on a simulated workload.
