[flow/config.mk]
export PLATFORM = sky130hd
export DESIGN_NAME = frequency_divider
export DESIGN_NICKNAME = frequency_divider
export VERILOG_FILES = /design/flow/design.v
export SDC_FILE = /design/flow/constraint.sdc
export NUM_CORES = 4
export LEC_CHECK = 1
export CORE_UTILIZATION = 30
[flow/constraint.sdc]
current_design frequency_divider

set clk_period 4.1
set clk_io_pct 0.2

create_clock -name clk0 -period $clk_period [get_ports {clk}]

set non_clock_inputs [all_inputs -no_clocks]
set_input_delay [expr $clk_period * $clk_io_pct] -clock clk0 $non_clock_inputs
set_output_delay [expr $clk_period * $clk_io_pct] -clock clk0 [all_outputs]
[flow/design.v]
module frequency_divider(
    input clk,
    input rst,
    output reg div_clk
);
    reg [31:0] count;
    always @(posedge clk) begin
        if (!rst) begin  
            count <= 32'd0;
            div_clk <= 1'b0;
        end
        else begin
            if (count == 32'd25000000) begin
                count <= 32'd0;
                div_clk <= ~div_clk;
            end
            else begin
                count <= count + 32'd1;
            end
        end
    end
endmodule
[flow/run.sh]
#!/bin/bash
# OpenROAD 26Q1-2900-gdf79404cd8, Yosys 0.63+post, stock flow scripts
make -C /OpenROAD-flow-scripts/flow DESIGN_CONFIG=/design/flow/config.mk WORK_HOME=/design/flow/orfs finish
==> impl_metrics.toml <==
# implementation run metrics
[run_status]
status = "complete, no violations"

[floorplan]
die_h_um = 76.5
fp-utilization = 0.318
chipArea_mm2 = 0.00586
die_w_um = 76.5
rows = 26
core_area_mm2 = 0.00524
pin_count = 3

[route]
vias = 1353
avgRoutedWirePerCell_um = 12.5
drt-pass1-iter-count = 4
drtIter0Drc = 44
drcViolationCount = 0
viasPerCell = 5.16
routed_wl_mm = 3.27
antenna_cells = 0
final_antenna_net_count = 0

[grt]
met3_usage = 0.0268
grt_pass1_wl_mm = 5.79
grt_usage = 0.122
grt_pass1_vias = 1242
grtUsageMet2 = 0.188
grt_max_degree = 22
use_met1 = 0.183
grt_overflow = 0
antenna_found_initial = 0
grt_busiest_layer = "met2"

[clocking]
cts-htree-levels = 2
cts_tree = "built"
postCtsSetupBuffers = 0
holdBufCountCts = 0
cts_resized = 0
cts-buffers-inserted = 5
cts_root_buf = "clkbuf_8"
clock_sinks = 33
max-clock-path-buffers = 2
clkSlewWorstSetupHoldPaths_ns = 0.07
insertion_delay_ns = 0.29

[logic_synthesis]
edf_count = 0
ys_seq_frac = 0.396
yosysTopAreaCellShare = 0.396
numSynthFlops = 33
synth_area_per_cell_um2 = 8.77
synth_cell_types = 33
netlist_top_cells_area = "dfxtp_1, a21oi_1, o31ai_1, or4_1, xor2_1"
synth_warnings = 1
ys_cells = 190
largest_area_cell = "dfxtp_1"
flop_cell = "dfxtp_1"
ys_area_mm2 = 0.00167
syn_area_mm2 = 0.00167
async_flop_share = 0
syn_inst = 190

[power]
p_per_area_mw_per_mm2 = 385
ir_drop_v = 0.000230
cellLeakagePower_nw = 0.569

[final_layout]
lay_top_cells = "dfxtp_1, a21oi_1, nor2_1"
layout_top_cell = "dfxtp_1"
final_core_util = 0.352
area_growth_pct = 10.5
drive_gt1_frac = 0.0990

[setup_path]
crit_path_end_kind = "flop"
path_max_fanout = 21
crit_required_ns = 4.27
max_stage_delay_ns = 0.47
critPathArrivalTime_ns = 2.18
startpoint_type = "flop"
crit_slowest_cell = "dfxtp_1"
critPathKind = "reg2reg"
path_cells = "nor4bb_1, nand4_1, o21ai_2, buf_4, nor2_1"

[place]
routabilityCongestion = 0.795
dp_hpwl_mm = 2.16
place_ws_ns = 2.06
io_buffer_count = 2

[sta]
max_freq_mhz = 498
fin_ws_ns = 2.09
timing.final.crit_share = 0.489
worst_pin_slew_ns = 0.510
setup_viol = 0
max_slew_margin = 0.660
finalHoldViolations = 0
grt_setup_unrepaired = "false"
min_period_ns = 2.01
finClkSkew_ns = 0.00523
tns_ns = 0
maxSlewViolCount = 0

[job]
drv_cap = 0
warnings = 26

[hold_path]
min_path_type = "reg2reg"
==> metrics by stage <==
step	cells	power [mW]	cell area [um^2]	hold slack (ns)
after floorplan	190	0.345	1670	0.450
after global placement	254	0.349	1710	0.470
after detailed placement	254	0.349	1710	0.476
after CTS	262	0.717	1840	0.491
after global routing	262	0.733	1840	0.526
final	262	0.708	1840	0.489
==> area by class of cell <==
cell class | instances | area, um^2
sequential | 33 | 661
timing repair buffer | 3 | 27.5
clock buffer | 5 | 68.8
tap | 70 | 87.6
fill | 527 | 3400
clock inverter | 3 | 65.1
inverter | 6 | 22.5
multi-input combinational | 142 | 910
==> report_power, final <==
group          total (mW)  internal (mW)  switching [mW]  leakage, nW
Combinational      0.0145        0.00570         0.00881        0.234
Clock               0.367          0.242           0.126       0.0681
Sequential          0.327          0.323         0.00397        0.266
Total               0.708          0.570           0.138        0.569
==> synthesized netlist by cell type, types with 2 or more instances <==
cell / instances
ha_1: 2
nand4_4: 2
and3_2: 3
nor4b_1: 3
or3_1: 7
a21oi_1: 18
xor2_1: 7
nor2_1: 16
and4_1: 4
nand4_1: 9
or4_1: 10
buf_2: 4
nor3_1: 2
xnor2_1: 5
or3_2: 2
dfxtp_1: 33
nand3_1: 11
nand2_1: 13
clkbuf_8: 2
buf_6: 2
inv_1: 6
and4_2: 2
o31ai_1: 10
o21ai_0: 8
==> worst paths after layout <==
path / startpoint / end / slack [ns] / cells after the start
hold reg to reg: count[31] / count[31] / 0.49 / 2
setup / recovery: count[16] / count[4] / 2.09 / 5
hold / removal: count[31] / count[31] / 0.49 / 2
setup reg to reg: count[16] / count[4] / 2.09 / 5
==> worst max-delay path, delay by kind of cell, from the launching register on <==
kind	cells	cell delay, ns
compound gates	1	0.47
simple gates	3	0.60
flops	1	0.47
buf+inv	1	0.34
==> state kept, by name (all words and copies together) (netlist names) <==
name,cells
count,32
div_clk,1
==> kinds of logic after synthesis <==
| logic type | Yosys count | share of synthesized area |
|---|---|---|
| DFF | 33 | 0.396 |
| and+or+nand+nor | 89 | 0.330 |
| xor gates and xnor gates | 12 | 0.0631 |
| AOI/OAI and AO/OA | 39 | 0.136 |
| adders and majority gates | 2 | 0.0150 |
| buffers and inverters | 15 | 0.0601 |
==> metal layers <==
layer	routed length (um)	vias up
met1	1680	625
met2	1420	12
met3	104	6
met4	53	0
met5	0	-
li1	-	710
Power is estimated from default activity; no workload was simulated.
